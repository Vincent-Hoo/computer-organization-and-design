## flow/run.sh

```bash
#!/bin/bash
# OpenROAD 26Q1-2900-gdf79404cd8, Yosys 0.63+post, stock flow scripts
make -C /OpenROAD-flow-scripts/flow DESIGN_CONFIG=/design/flow/config.mk WORK_HOME=/design/flow/orfs finish
```

## flow/config.mk

```make
export PLATFORM = sky130hd
export DESIGN_NAME = Register
export DESIGN_NICKNAME = Register
export VERILOG_FILES = /design/flow/design.v
export SDC_FILE = /design/flow/constraint.sdc
export NUM_CORES = 4
export LEC_CHECK = 1
export CORE_UTILIZATION = 50
```

## flow/constraint.sdc

```tcl
current_design Register

set clk_period 10.5
set clk_io_pct 0.2

create_clock -name clk0 -period $clk_period [get_ports {clk}]

set non_clock_inputs [all_inputs -no_clocks]
set_input_delay [expr $clk_period * $clk_io_pct] -clock clk0 $non_clock_inputs
set_output_delay [expr $clk_period * $clk_io_pct] -clock clk0 [all_outputs]
```

## flow/design.v

```verilog
`timescale 1ns / 1ps
module Register(
    input clk,
    input RegWre,
    input [4:0] RD_reg1_addr,
    input [4:0] RD_reg2_addr,
    input [4:0] WR_reg_addr,
    input [31:0] WR_data,
    output reg [31:0] RD_data1,
    output reg [31:0] RD_data2,
    output [31:0] re0, re1, re2, re3, re4, re5, re6, re7
    );
    reg [31:0] registers [31:0];
    initial begin
        registers[0] = 4'h00000000;
    end
    assign re0 = registers[0];
    assign re1 = registers[1];
    assign re2 = registers[2];
    assign re3 = registers[3];
    assign re4 = registers[4];
    assign re5 = registers[5];
    assign re6 = registers[6];
    assign re7 = registers[7];
    always@ (*) begin  
        RD_data1 = registers[RD_reg1_addr];
        RD_data2 = registers[RD_reg2_addr];
    end
    always@ (negedge clk) begin  
        if( RegWre == 1 && WR_reg_addr != 0)
            registers[WR_reg_addr] = WR_data;
    end 
endmodule
```

==> metrics.cfg <==
[outcome]
status=completed

[synth]
yosys.area.top_type=edfxtp_1
yosys_warnings=1
syn_area_um2=48770
synth_top_area_share=0.6306
yosysChipArea_um2=48770
numSynthFlops=1024
syn_inst=3387
ys_seq_frac=0.6306
synthDistinctLibCells=25
avgSynthCellArea_um2=14.40
topCellsByArea=edfxtp_1, mux2i_1, a22oi_1
synth_stat.cells=3387

[clock_network]
clock-root-buffer=clkbuf_16
cts_resized=0
cts_tree=yes
path_clk_slew_ns=0.03
clockBufferDepth=3
clock_sinks=1024
h-tree-depth=3
cts_buffers=116
postCtsSetupBuffers=0
postCtsHoldBufs=0

[min_path]
hp-class=input port to output port

[drt]
detail_route.vias_per_cell=5.847
drtIter0Drc=2282
avgRoutedWirePerCell_um=26.24
antenna_left=0
postRouteWirelength_mm=161.8
vias=36050
drc=0
drt_pass1_iterations=5

[final_layout]
largest_reg_flops=1024
regArea_um2=30750
syn2layout_area_growth_pct=26.72
layout-drive-gt1-share=0.07181
finalInstanceArea_um2=61800
fillers=6873
logic_area_um2=16900

[job]
warning_count=1027
maxCapViolCount=0

[sta]
setup_ws_ns=0.1118
setup_violations=0
worstMarginPinSlew_ns=1.048
tns_ns=0
whs_ns=5.508
hold_viol=0
timing.final.max_slew_violations=0
relSlewSlack=0.2984

[worst_setup_path]
cp_max_fo=3
critPathArrivalTime_ns=8.29
worstSetupStartpointType=flip-flop
required_ns=8.40
timing.setup.critical_path_class=flip-flop to output port
cp-end-kind=output port

[floorplanning]
io_pins=369
die_h_um=314.3
die_w_um=314.3
initial_utilization=0.5043
coreArea_um2=96710
num_rows=114
chipArea_um2=98780

[place]
place_congestion=0.9150
port_buffers=368
place_hpwl_mm=91.93
placed_area_um2=54030
dpl_worst_slack_ns=0.6578

[global_routing]
grtUsageMet3=0.2939
grt-ovfl-total=0
use_met2=0.4746
grt_pass1_wl_mm=236.0
top_usage_layer=met2
grt_pass1_vias=39910
grt_antenna_before_repair=6
grt_max_degree=98
use_met1=0.4549
grt_use_total=0.3611

[power_and_ir_drop]
power_mw=11.18
power.share.clock=0.504
switching_power_mw=3.208
seq_power_share=0.414
comb_power_share=0.081
internal-power_mw=7.971
power_density_nw_per_um2=180.9
leakage_nw=27.03
ir_drop_uv=130.4
p_sw_frac=0.2870

## synth_stat cells, drive strengths merged
master / n
a21oi: 192
a22oi: 192
buf: 175
nand2: 195
clkbuf: 78
inv: 1
a31oi: 64
nor2b: 4
conb: 1
nand2b: 4
a22o: 128
or3: 1
or3b: 3
mux2i: 1024
edfxtp: 1024
or2: 2
nand3: 194
and2: 2
nand3b: 5
nor3: 64
nor2: 34
## worst max-delay path, cell delays in order, from the launching register on
cell	delay [ns]
edfxtp_1	0.40
mux2i_1	0.23
a22o_1	0.17
nor3_1	0.07
a31oi_1	0.81
nand3_1	0.20
clkdlybuf4s50_1	0.46
## final timing paths
path              from      endpoint  slack [ns]  depth (start not counted)
max   registers[2][25]  RD_data1[25]        0.11                          6
min    RD_reg2_addr[1]  RD_data2[22]        5.51                          6
## layout by cell type (no fill, tap or decap), drive strengths merged
cell type | Yosys | final
a21oi | 192 | 192
a22o | 128 | 128
a22oi | 192 | 192
a31oi | 64 | 64
and2 | 2 | 2
buf | 175 | 124
bufinv | 0 | 18
clkbuf | 78 | 121
clkdlybuf4s50 | 0 | 366
clkinv | 0 | 3
clkinvlp | 0 | 23
conb | 1 | 32
diode | 0 | 1
edfxtp | 1024 | 1024
inv | 1 | 1069
mux2i | 1024 | 1024
nand2 | 195 | 195
nand2b | 4 | 4
nand3 | 194 | 194
nand3b | 5 | 5
nor2 | 34 | 34
nor2b | 4 | 4
nor3 | 64 | 64
or2 | 2 | 2
or3 | 1 | 1
or3b | 3 | 3
## logic make-up (layout without fill, tap and decap cells)
kind of cell,Yosys count,in the layout,synth area share
muxes,1024,1024,0.2102
DFF,1024,1024,0.6306
AOI/OAI and AO/OA,576,576,0.08046
and+or+nand+nor,508,508,0.04708
buffers and inverters,254,1724,0.03164
other,1,33,0.00007690
## power groups by stage
stage	combinational (mW)	clock [mW]	sequential, mW
after CTS	0.895	5.79	4.63
after global routing	0.963	6.27	4.63
final	0.910	5.64	4.63
## final cells by class
cell class                      instances  share of cell area
Antenna cell                            1          0.00004049
Sequential cell                      1024              0.4976
Clock inverter                       1113             0.07641
Multi-Input combinational cell       2140              0.2735
Tap cell                             1276             0.02584
Clock buffer                          121             0.04900
Timing Repair Buffer                  490             0.07763
## metal layers
layer / wire length, µm / part of all wire
met5: 264 / 0.0016
met4: 4493 / 0.028
met3: 28490 / 0.18
met2: 71230 / 0.44
met1: 57310 / 0.35
## per-stage QoR
stage                     cells    util
final                      6165  0.6390
after CTS                  6164  0.6388
after detailed placement   4931  0.5587
after global routing       6164  0.6390
after global placement     4931  0.5587
after floorplan            3418       -
No activity file was given, so power comes from the tool's default toggle rates.
