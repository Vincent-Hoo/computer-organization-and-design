### flow/config.mk
export PLATFORM = sky130hd
export DESIGN_NAME = Mux_display
export DESIGN_NICKNAME = Mux_display
export VERILOG_FILES = /design/flow/design.v
export SDC_FILE = /design/flow/constraint.sdc
export NUM_CORES = 4
export LEC_CHECK = 1
export CORE_AREA = 10 10 211 211
export DIE_AREA = 0 0 221 221
### flow/constraint.sdc
current_design Mux_display

set clk_period 3.7
set clk_io_pct 0.2

create_clock -name clk0 -period $clk_period

set non_clock_inputs [all_inputs -no_clocks]
set_input_delay [expr $clk_period * $clk_io_pct] -clock clk0 $non_clock_inputs
set_output_delay [expr $clk_period * $clk_io_pct] -clock clk0 [all_outputs]
### flow/design.v
`timescale 1ns / 1ps
module Mux_display(
    input wire choice,
    input wire [1:0] s,
    input wire [2:0] s1,
    input wire [31:0] curPC,
    input wire [31:0] nextPC,
    input wire [31:0] ALU_inputA,
    input wire [31:0] ALU_inputB,
    input wire [31:0] RD_data1,
    input wire [31:0] RD_data2,
    input wire [31:0] ALU_result,
    input wire [31:0] memory_out,
    input wire [31:0] re0, re1, re2, re3, re4, re5, re6, re7,
    output reg [15:0] num
    );
    always@ (*) begin
        if(choice == 0) begin
            case(s)
                0 : num = {curPC[7:0], nextPC[7:0]};
                1 : num = {ALU_result[7:0], memory_out[7:0]};
                2 : num = {ALU_inputA[7:0], ALU_inputB[7:0]};
                3 : num = {RD_data1[7:0], RD_data2[7:0]};
                default : num = {curPC[7:0], nextPC[7:0]};
            endcase
        end
        else begin
            case(s1)
                0 : num = re0[15:0];
                1 : num = re1[15:0];
                2 : num = re2[15:0];
                3 : num = re3[15:0];
                4 : num = re4[15:0];
                5 : num = re5[15:0];
                6 : num = re6[15:0];
                7 : num = re7[15:0];
            endcase
        end
    end
endmodule
### flow/run.sh
#!/bin/bash
# OpenROAD 26Q1-2900-gdf79404cd8, Yosys 0.63+post, stock flow scripts
make -C /OpenROAD-flow-scripts/flow DESIGN_CONFIG=/design/flow/config.mk WORK_HOME=/design/flow/orfs finish
==> run summary <==
Observations from the implementation run.

Floorplanning:
- The run gives the core utilization before placement as just over 4%.
- The run gives the die width as approximately 220 um.
- The chip occupies 48840 um^2.
- The run gives the area inside the core boundary as between 30000 and 40000 um^2.
- The run puts the row count at 73.
- The run puts the die extent in y at roughly 220 um.
- For this design the top-level I/O count stands at approximately 530.

Global route:
- The run puts the number of antenna violations at the first check in global routing at 2.
- The run puts the first-pass GRT wire length at 21100 um.
- The run puts the number of global-route vias before repair at about 2900.
- The run gives the fraction of met2 tracks used by global routing as between 8 and 9%.
- Overall routing resource usage recorded by global route was 5.975%.
- Global routing consumed, on the met1 layer, under 10% of the routing resources.
- The run gives the most used routing layer as met2.
- The run gives the total grt overflow as 0.
- The run gives the global routing usage on met3 as 2.509%.
- Entering global routing, the biggest net connects 24 pins.

Logic synthesis:
- The run gives the post-synth area from yosys stat as around 1700 um^2.
- The run gives the number of cells produced by synthesis as between 150 and 200.
- The run puts the yosys synthesis warning count at 1.
- The run puts the number of cells in the yosys synthesis report at 196.
- By area the synthesized netlist is led by sky130_fd_sc_hd__mux2i_1, sky130_fd_sc_hd__mux4_2, sky130_fd_sc_hd__o221ai_1.
- A synthesized cell averages around 8.5 um^2.
- Per the synthesis report, the dominant area consumer among library cells is sky130_fd_sc_hd__mux2i_1.
- The run gives the share of the synthesized area in the top cell type as between 20% and 30%.
- The run gives the distinct cell type count of the synthesized netlist as 23.
- The run gives the mapped cell area as 1657 um^2.
- The run puts the sequential fraction of the synthesis area at 0%.

Cells and area:
- The run puts the share of final-layout standard cells stronger than drive strength 1 at 15.13%.
- The run puts the area taken by flip-flops and latches at 0 um^2.
- The run puts the non-filler instance count after layout at between 900 and 1000.
- In the layout the commonest cells are sky130_fd_sc_hd__clkdlybuf4s50_1, sky130_fd_sc_hd__mux2i_1, sky130_fd_sc_hd__buf_4.
- The run gives the area growth from synthesis to layout as 181.0%.
- In the final layout, the fill cell count is approximately 4600.
- The run gives the number of sequential storage elements as 0.
- The run puts the end-of-flow core utilization at roughly an eighth.
- The run gives the most numerous logic cell after layout as sky130_fd_sc_hd__clkdlybuf4s50_1.
- The run puts the clock buffer count in the final layout at 0.

Route:
- The pre-antenna-repair detailed-routing pass consisted of 4 iterations.
- The run gives the total wire length as between 15000 and 20000 um.
- The run gives the remaining antenna violation count as 0.
- TritonRoute output was used to compute an average wire per cell of 16.01 um.
- TritonRoute reported its final design rule violation total as 0.
- The run gives the mean number of vias per cell as around 2.7.
- The run gives the number of DRC markers in iteration 0 as 96.
- The run puts the via total after detailed routing at 2586.

Pwr:
- The run puts the power consumption at about 0.00051 W.
- The run gives the areal power density over the cells as around 110 nW/um^2.
- The run gives the static leakage as 1.638 nW.
- The run puts the maximum ir drop on the vdd rail at around 48 uV.

Run:
- The report counts max-capacitance violations totalling 0.
- The run puts the number of OpenROAD warnings at about 350.

Critical path:
- The arrival time of data at the worst endpoint is listed as about 2800 ps.
- OpenSTA lists the critical path startpoint as s1[2].
- The signal on the critical path passes through dlygate4sd2_1 -> buf_4 -> nand2b_1 -> o22ai_1 -> a21oi_1 -> o22ai_1 -> clkdlybuf4s50_1.
- The worst setup path is launched from a primary input.
- The worst setup path is captured at a primary output.
- Per STA, the library cell used most along the worst path is sky130_fd_sc_hd__o22ai_1.
- The setup path with the least slack is of type primary input to primary output.
- The run gives the highest-delay cell along the critical path as sky130_fd_sc_hd__a21oi_1.
- The run gives the maximum fanout count along the critical path as 21.
- The timing report gives the biggest stage delay along the critical path as about 570 ps.
- The run gives the required time reported for the critical path endpoint as 2960 ps.

Place:
- The run puts the number of buffer cells added on primary ports at between 200 and 250.
- Once detailed placement completed, the half-perimeter wirelength came to ~14000 um.
- After detailed placement, the design holds a cell count of 948.
- The run puts the setup slack after placement at -134.6 ps.
- The final weighted congestion recorded by global placement is around 0.8.

Run status:
- The run finished with clean final reports.

Hold path:
- In this run the worst hold path is classified as primary input to primary output.
- The startpoint identified for the worst hold timing path is re0[13].

Final timing:
- The run gives the final period utilization as roughly 95%.
- The tightest hold path in the finished design has a slack of 2530 ps.
- Counting I/O delays and the setup requirement, the final critical path takes 3521 ps.
- The run puts the final tally of setup violations at 0.
- The run puts the headroom to the max-slew limit at 51.93%.
- The run gives the number of max-slew violations in the final report as 0.
- The run puts the maximum achievable frequency at 0.2840 GHz.
- The final timing report gives a worst setup slack of 178.5 ps.
- The run puts the number of endpoints with negative hold slack in the final report at 0.
- The run puts the transition time at the pin with the least slew margin at between 700 and 800 ps.
- Setup repair after global routing left no endpoint under its margin.

Clocking:
- The run gives the number of setup buffers added after CTS as 0.
-- per-stage QoR --
step / setup TNS, ps / instance area [um^2]
global placement: -1094 / 4613
global route: 0 / 4653
detailed placement: -992.8 / 4613
finish: 0 / 4656
CTS: 0 / 4641
floorplan: 0 / 1657
-- where the power goes --
| group | total, W | internal (W) | switching [W] |
|---|---|---|---|
| clock network | 0.0000000000147 | 0.0000000000147 | 0 |
| registers | 0 | 0 | 0 |
| logic | 0.000513 | 0.000335 | 0.000178 |
| total | 0.000513 | 0.000335 | 0.000178 |
-- critical path: cells and delay by family --
family                 cells  cell delay (ps)
and+or+nand+nor            1              160
AOI/OAI and AO/OA          3              810
buffers and inverters      3             1060
-- cell families (layout without fill, tap and decap cells) --
logic type      Yosys count  in the layout  synth area share, %
compound gates           67             67                27.12
mux                      62             62                49.55
buf+inv                  42            269                12.99
simple gates             25             25                10.35
other cells               0              1                    0
-- metal layers --
metal | vias to the layer above | share of wire [%]
li1 | 1251 | -
met4 | 4 | 0.020
met5 | - | 0.18
met3 | 4 | 11
met1 | 1173 | 49
met2 | 154 | 40
-- final timing paths --
kind,end,slack [ps],depth (start not counted)
worst min-delay path,num[13],2530,4
worst max-delay path,num[15],180,7
-- cell usage after synthesis --
cell type                    n
sky130_fd_sc_hd__nor4_1      1
sky130_fd_sc_hd__clkbuf_2    1
sky130_fd_sc_hd__mux4_2     16
sky130_fd_sc_hd__inv_1      18
sky130_fd_sc_hd__nand2b_1    4
sky130_fd_sc_hd__nor3_1      1
sky130_fd_sc_hd__o221ai_1   13
sky130_fd_sc_hd__a2bb2oi_1   2
sky130_fd_sc_hd__nand3_1     1
sky130_fd_sc_hd__or3_4       1
sky130_fd_sc_hd__nor3b_1    14
sky130_fd_sc_hd__buf_1       2
sky130_fd_sc_hd__a21oi_1     4
sky130_fd_sc_hd__o21ai_1    16
sky130_fd_sc_hd__clkbuf_1    7
sky130_fd_sc_hd__nor2b_1     1
sky130_fd_sc_hd__a211oi_1   14
sky130_fd_sc_hd__o22ai_1    18
sky130_fd_sc_hd__buf_6       5
sky130_fd_sc_hd__buf_2       6
sky130_fd_sc_hd__nand2_1     2
sky130_fd_sc_hd__mux2i_1    46
sky130_fd_sc_hd__buf_4       3
-- timing repair --
action	4_1_cts	5_1_grt
pin swaps	0	0
setup endpoints to repair	14	1
hold buffers	0	0
gates resized	8	2
-- area by class of cell --
class | instances | area, um^2 | share of cell area, %
Timing Repair Buffer | 251 | 2445 | 52.51
Multi-Input combinational cell | 154 | 1484 | 31.87
Tap cell | 525 | 656.9 | 14.11
Inverter | 18 | 67.56 | 1.451
Antenna cell | 1 | 2.502 | 0.05375
Power and IR drop assume default switching activity.
